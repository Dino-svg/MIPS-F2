### design/flow/run.sh
#!/bin/bash
# OpenROAD 26Q1-2900-gdf79404cd8, Yosys 0.63+post, stock flow scripts
make -C /OpenROAD-flow-scripts/flow DESIGN_CONFIG=/design/flow/config.mk WORK_HOME=/design/flow/orfs finish
### design/flow/config.mk
export PLATFORM = sky130hd
export DESIGN_NAME = ID_EX_Reg
export DESIGN_NICKNAME = ID_EX_Reg
export VERILOG_FILES = /design/flow/design.v
export SDC_FILE = /design/flow/constraint.sdc
export NUM_CORES = 4
export LEC_CHECK = 1
export CORE_AREA = 10 10 137 137
export DIE_AREA = 0 0 147 147
### design/flow/constraint.sdc
current_design ID_EX_Reg

set clk_period 1.0
set clk_io_pct 0.2

create_clock -name clk0 -period $clk_period [get_ports {clk}]

set non_clock_inputs [all_inputs -no_clocks]
set_input_delay [expr $clk_period * $clk_io_pct] -clock clk0 $non_clock_inputs
set_output_delay [expr $clk_period * $clk_io_pct] -clock clk0 [all_outputs]
### design/flow/design.v
module ID_EX_Reg(
    input clk,
    input [31:0] RD1_in, RD2_in, imm_ext_in,
    input [4:0] rt_in, rd_in,
    output reg [31:0] RD1_out, RD2_out, imm_ext_out,
    output reg [4:0] rt_out, rd_out
);
    always @(posedge clk) begin
        RD1_out <= RD1_in;
        RD2_out <= RD2_in;
        imm_ext_out <= imm_ext_in;
        rt_out <= rt_in;
        rd_out <= rd_in;
    end
endmodule
==> qor.log <==
INFO  yosys          cell_count_listed_in_synth_stat_txt=106
INFO  yosys          ys_chip_area=2120squm
INFO  sta            maxSlewHeadroom=0.927
INFO  yosys          syn-mean-instance-area=20.0squm
INFO  yosys          post-synth-top-area-cell=sky130_fd_sc_hd__dfxtp_1
INFO  yosys          synth_cell_types=1
INFO  sta            tightest_slew=0.109ns
INFO  yosys          yosys_register_bits=106
INFO  flow_run       maxCapViolCount=0
INFO  clock_tree     clock-root-buffer=sky130_fd_sc_hd__clkbuf_16
INFO  sta            fmax_achieved=1.03GHz
INFO  clock_tree     cts_num_sinks=106
INFO  clock_tree     cts_hold_buffers=0
INFO  pwr            cellLeakagePower=1.88nW
INFO  yosys          ys_seq_share=1.00
INFO  hold_path      holdCritStartpoint=RD2_in[21]
INFO  cells_and_area area.growth.synth_to_final=105%
INFO  cells_and_area final_layout_size_suffix_gt1_frac=0.401
INFO  critical_path  worstPathBufferInverterCount=1
INFO  critical_path  critical_path.top_delay_family=flip-flops
INFO  clock_tree     numCtsBuffers=9
INFO  critical_path  cp_data_required_time=0.80ns
INFO  critical_path  worstSetupPathType=flip-flop to output port
INFO  drt            vias=1555
INFO  floorplan      std_cell_rows=46
INFO  critical_path  timing.critical_path.fanout_max=1
INFO  drt            number_of_vias_per_cell=2.83
INFO  critical_path  path_cells=buf_6
INFO  clock_tree     clock_tree.htree_level_count=3
INFO  pwr            power_density=2040nW/um^2
INFO  yosys          synthDominantCellAreaShare=1.00
INFO  yosys          count_of_synthesis_stage_warnings_from_yosys=1
INFO  sta            hold_slack=0.286ns
INFO  clock_tree     clock_path_buffers=2
INFO  clock_tree     post_cts_clock_slew_at_the_launch_and_capture_registers_of_the_worst_setup_and_hold_paths=0.07ns
INFO  drt            remaining_drc_errors=0
INFO  hold_path      hold_end=RD2_out[21]$_DFF_P_
INFO  critical_path  crit_slowest_cell=sky130_fd_sc_hd__dfxtp_2
INFO  clock_tree     cts.repair_timing.setup_buffer_count=0
INFO  place          finalWeightedCongestion=0.734
INFO  drt            detail-route-antenna-nets=0
INFO  critical_path  cp-start-kind=flip-flop
INFO  sta            grt_setup_unrepaired=true
INFO  sta            min_period_over_period=0.969
INFO  sta            setup_violations=0
INFO  flow_run       openroad.warnings=27
INFO  yosys          syn-cell-area=2120squm
INFO  grt            grt_pass1_vias=1726
INFO  drt            antenna-diode-count=0
INFO  cells_and_area multiInputGateArea=0squm
INFO  pwr            peakVddDrop=988uV
INFO  drt            routed_wl_per_cell=14.2um
INFO  grt            grt_pass1_wl=11.1mm
INFO  floorplan      floorplan.core_util=0.134
INFO  yosys          netlist_top_cells_area=sky130_fd_sc_hd__dfxtp_1 100%
INFO  grt            grt_start_max_net_pins=19
INFO  pwr            power=8.84mW
INFO  hold_path      holdPathStages=1
INFO  floorplan      area_of_the_core_region=15800squm
INFO  clock_tree     cts_tree=built
INFO  place          place.port_buffers=212
INFO  floorplan      die_width=147um
INFO  grt            grt_usage=0.0697
INFO  status         outcome=complete, no violations
INFO  drt            detail_route.iter0.violations=44
INFO  critical_path  cp_slowest_stage_delay=0.32ns
INFO  hold_path      hold_path_class=input port to flip-flop
INFO  critical_path  critical_path.endpoint_type=output port
INFO  grt            initial_antenna_violation_count=0
INFO  critical_path  critical_path_arrival=0.77ns
INFO  floorplan      fp.dieH=147um
INFO  drt            routed_wirelength=7.83mm
INFO  cells_and_area logic_gates=0
INFO  floorplan      total_die_area=21600squm
INFO  drt            drt_first_pass_iters=3
INFO  grt            grt.overflow.total=0
INFO  sta            final_period_minus_worst_setup_slack=0.969ns
INFO  floorplan      io_pins=213
INFO  sta            final_hold_viol_count=0
INFO  place          dp.final_hpwl=6.73mm
INFO  sta            maxSlewViolCount=0
INFO  yosys          postSynthCellCount=106
==> flip-flops by register name (all words and copies together), names as in the netlist <==
signal	cells
RD2_out	32
rt_out	5
rd_out	5
RD1_out	32
imm_ext_out	32
==> area by class of cell <==
| cell class | instances | area (sq um) |
|---|---|---|
| Sequential cell | 106 | 2140 |
| Clock inverter | 7 | 101 |
| Clock buffer | 9 | 225 |
| Tap cell | 216 | 270 |
| Timing Repair Buffer | 212 | 1610 |
| Fill cell | 1642 | 11500 |
==> through the flow <==
| step | worst slack, ns | setup TNS [ns] | utilization | cell area (sq um) | cells |
|---|---|---|---|---|---|
| 2_1_floorplan | 0.538 | 0 | - | 2120 | 106 |
| 3_3_place_gp | -0.0413 | -0.138 | 0.285 | 4510 | 534 |
| 3_5_place_dp | -0.0407 | -0.125 | 0.285 | 4510 | 534 |
| 4_1_cts | -0.0118 | -0.0493 | 0.273 | 4330 | 550 |
| 5_1_grt | -0.0156 | -0.161 | 0.274 | 4340 | 550 |
| 6_report | 0.0311 | 0 | 0.274 | 4340 | 550 |
==> layout by cell type (no fill, tap or decap) <==
cell type / instances
sky130_fd_sc_hd__clkinvlp_4: 2
sky130_fd_sc_hd__buf_2: 103
sky130_fd_sc_hd__bufinv_16: 2
sky130_fd_sc_hd__buf_6: 3
sky130_fd_sc_hd__dfxtp_1: 94
sky130_fd_sc_hd__clkbuf_16: 9
sky130_fd_sc_hd__clkdlybuf4s50_1: 106
sky130_fd_sc_hd__dfxtp_2: 12
sky130_fd_sc_hd__clkinv_4: 2
sky130_fd_sc_hd__inv_6: 1
==> synth_stat cells <==
master and number:
sky130_fd_sc_hd__dfxtp_1 106
==> metal layers <==
layer / track usage / up-vias / part of all wire
li1: - / 770 / -
met1: 0.0746 / 661 / 0.37
met2: 0.114 / 115 / 0.48
met3: 0.0477 / 9 / 0.13
met4: 0.0114 / 0 / 0.018
met5: 0 / - / 0
==> power by group <==
part | total [mW] | internal, mW | leakage [nW] | switching, mW
logic | 0.609 | 0.501 | 0.838 | 0.108
registers | 4.50 | 4.45 | 0.895 | 0.0461
clock network | 3.74 | 2.21 | 0.152 | 1.53
==> logic make-up (layout without fill, tap and decap cells) <==
kind of cell	after synthesis	in the layout	share of synthesized area
buf+inv	0	228	0
flops	106	106	1.00
==> what timing repair did <==
action,4_1_cts,5_1_grt
cloned,0,0
endpoints found under the setup margin,106,29
hold endpoints to repair,0,0
gates resized,351,5
==> how the worst max path moves through the flow <==
| stage | startpoint | end | slack [ns] | depth (start not counted) |
|---|---|---|---|---|
| 5_1_grt | imm_ext_out[10]$_DFF_P_ | imm_ext_out[10] | -0.02 | 1 |
| 4_1_cts | RD2_out[12]$_DFF_P_ | RD2_out[12] | -0.01 | 1 |
| 6_report | RD2_out[21]$_DFF_P_ | RD2_out[21] | 0.03 | 1 |
Power figures rest on the tool's default switching activity, not on a simulated workload.
