## flow/config.mk

```make
export PLATFORM = sky130hd
export DESIGN_NAME = BR
export DESIGN_NICKNAME = BR
export VERILOG_FILES = /design/flow/design.v
export SDC_FILE = /design/flow/constraint.sdc
export NUM_CORES = 4
export LEC_CHECK = 1
export CORE_UTILIZATION = 40
```

## flow/constraint.sdc

```tcl
current_design BR

set clk_period 6.4
set clk_io_pct 0.2

create_clock -name clk0 -period $clk_period [get_ports {clk}]

set non_clock_inputs [all_inputs -no_clocks]
set_input_delay [expr $clk_period * $clk_io_pct] -clock clk0 $non_clock_inputs
set_output_delay [expr $clk_period * $clk_io_pct] -clock clk0 [all_outputs]
```

## flow/run.sh

```bash
#!/bin/bash
# OpenROAD 26Q1-2900-gdf79404cd8, Yosys 0.63+post, stock flow scripts
make -C /OpenROAD-flow-scripts/flow DESIGN_CONFIG=/design/flow/config.mk WORK_HOME=/design/flow/orfs finish
```

## flow/design.v

```verilog
`timescale 1ns/1ns
module BR(
    input clk,                 
    input [4:0] adrsReadA,
    input [4:0] adrsReadB,
    input [4:0] adrsWrite,
    input RegEn,
    input [31:0] write,
    output reg [31:0] readA,
    output reg [31:0] readB
);
reg [31:0] BR_in [0:31];
integer i;
initial begin
    BR_in[0]  = 32'd0;     
    BR_in[5]  = 32'd20;    
    BR_in[6]  = 32'd12;    
    BR_in[7]  = 32'd55;    
    BR_in[8]  = 32'd72;    
    BR_in[9]  = 32'd100;   
    BR_in[15] = 32'd999;   
    for (i = 1; i <= 4; i = i + 1) begin
        BR_in[i] = 32'd0;
    end
    for (i = 10; i <= 14; i = i + 1) begin
        BR_in[i] = 32'd0;
    end
    for (i = 16; i <= 31; i = i + 1) begin
        BR_in[i] = 32'd0;
    end
end
always @(*) begin
    readA = BR_in[adrsReadA];
    readB = BR_in[adrsReadB];
end
always @(posedge clk) begin
    if (RegEn) begin
        BR_in[adrsWrite] <= write;
    end
end
endmodule
```

==> flow_summary_export.csv <==
group,metric,value,unit
run_status,outcome,"finished, final reports clean",
final_layout,finalInstanceArea,55600,sq um
final_layout,n_fill_cell,10400,
grt,grt_first_pass_wirelength,216000,um
hold_path,hp-class,"in -> reg",
floorplan,die-area,123000,sq um
floorplan,initial_core_util,0.405,
final_layout,layout_top_cells,"edfxtp_1, mux2i_1, nand3_1, nand2_1",
timing,setup_viol,0,
worst_setup_path,cpPeakStageDelay,630,ps
power_and_ir_drop,power_density,268,nW/um^2
placed_design,hpwl,86600,um
grt,grt_pass1_vias,32100,
power_and_ir_drop,finalPower,14.9,mW
placed_design,placed_cells,5009,
floorplan,io_pins,113,
flow_run,max-cap-violations,0,
logic_synthesis,syn_area_per_cell,14.4,sq um
floorplan,chipHeight,351,um
placed_design,gp_congestion,0.887,
timing,rsz0062_at_grt,"false",
logic_synthesis,ys.flops,1024,
timing,tightest_slew,1010,ps
final_layout,final-comb-area,16800,sq um
logic_synthesis,yosysChipArea,48800,sq um
cts,ctsHoldBuffers,0,
cts,postCtsResizedCells,0,
worst_setup_path,crit_top_cell,"clkdlybuf4s50_1",
final_layout,largest_register_ffs,1024,
logic_synthesis,syn_area,48800,sq um
final_layout,syn2layout_area_growth,14.0,%
timing,fin_ws,843,ps
worst_setup_path,path_cells,"clkdlybuf4s50_1, and2_4, buf_12, a22oi_1, a31oi_1, nand3_1, clkdlybuf4s50_1",
worst_setup_path,crit_start,"adrsReadB[2]",
timing,fin_crit_sh,0.868,
grt,globalRouteTotalUtil,0.264,
placed_design,place_ws,863,ps
final_layout,seqCellArea,30700,sq um
final_layout,top_register,"BR_in",
detailed_routing,drt_iter0_markers,1962,
floorplan,coreArea,120000,sq um
cts,cts_tree,"done",
floorplan,num_rows,127,
cts,h-tree-depth,3,
timing,finalMaxSlewViolations,0,
final_layout,drive_gt1_frac,0.0969,
detailed_routing,drtAntennaViolNets,0,
placed_design,port_buffers,112,
detailed_routing,dr.pass1.iters,5,
worst_setup_path,startpoint_type,"input port",
timing,hold_viol,0,
logic_synthesis,synth_cells,3386,
cts,postCtsSetupBuffers,0,
detailed_routing,drc_errors,0,
logic_synthesis,yosysUniqueCellTypes,23,
timing,whs,1420,ps
worst_setup_path,crit_arrival,4280,ps
worst_setup_path,path_max_fanout,44,
detailed_routing,avgRoutedWirePerCell,29.0,um
timing,fmax,180,MHz
grt,antenna_found_initial,5,
floorplan,die_w,351,um
logic_synthesis,yosysSeqAreaShare,0.630,
hold_path,worstHoldStart,"write[6]",
detailed_routing,wl,151000,um
cts,cts_inserted_buffers,105,
worst_setup_path,critPathRequiredTime,5120,ps
timing,relSlewSlack,0.324,
flow_run,warnings,26,
final_layout,largestRegisters,"BR_in: 1024 flops",
logic_synthesis,yosys-stat-cells,3386,
detailed_routing,via_per_inst,5.90,
detailed_routing,num_vias,30700,
worst_setup_path,slowest_stage,"clkdlybuf4s50_1",
timing,timing.setup.tns,0,ps
power_and_ir_drop,ir_worst_vdd,0.000219,V
worst_setup_path,endpoint,"readB[9]",
final_layout,fin_cells,5204,
placed_design,place_area,52300,sq um
timing,fin_crit,5560,ps
cts,clk_pin_slew,60,ps
power_and_ir_drop,leakagePower,20.3,nW
cts,cts_buffer_depth,3,
worst_setup_path,cp-end-kind,"output pin",
cts,root_buffer,"clkbuf_16",
logic_synthesis,ys.warnings.count,1,
cts,numClockSinks,1024,
final_layout,post-route-util,0.462,
worst_setup_path,path_class,"in -> out",
grt,grt_overflow,0,
grt,grt_max_degree,79,
## layer usage
metal,global-route usage,vias to the layer above,part of all wire
li1,-,13600,-
met1,0.342,15200,0.37
met2,0.395,1554,0.46
met3,0.146,302,0.13
met4,0.0783,10,0.036
met5,0,-,0.00040
## final cells by class
class | count | area share
tap | 1612 | 0.0363
antenna | 2 | 0.0000900
timing repair buffer | 264 | 0.0492
sequential | 1024 | 0.553
clock inverter | 57 | 0.00900
clock buffer | 136 | 0.0509
multi-input combinational | 2109 | 0.302
## cells in the mapped netlist
master,n,share of area
edfxtp_1,1024,0.63
mux2i_1,1024,0.21
nand2_1,195,0.015
nand3_1,194,0.020
a21oi_1,192,0.020
a22oi_1,192,0.030
a22o_1,128,0.023
clkbuf_1,86,0.0066
buf_2,70,0.0072
a31oi_1,64,0.0082
nor3_1,64,0.0066
buf_4,47,0.0072
buf_6,45,0.010
nor2_1,35,0.0027
nand3b_1,5,0.00077
clkbuf_4,4,0.00062
nand2b_1,4,0.00051
nor2b_1,4,0.00051
or3b_2,3,0.00054
and2_1,2,0.00026
or2_2,2,0.00026
buf_1,1,0.000077
or3_1,1,0.00013
## report_power, final
group	internal [mW]	switching (mW)
clock network	3.46	2.53
logic	0.541	0.859
registers	7.46	0.0313
total	11.5	3.42
## worst min-delay path by stage
stage / slack [ps] / cells after the start / to
after CTS: 1380 / 2 / BR_in[7][6]$_DFFE_PP_
after global routing: 1410 / 2 / BR_in[7][6]$_DFFE_PP_
final: 1420 / 2 / BR_in[7][6]$_DFFE_PP_
## cell families after synthesis
| group | count (synthesis) | synth area share |
|---|---|---|
| AOI/OAI and AO/OA | 576 | 0.0804 |
| buffers and inverters | 253 | 0.0321 |
| muxes | 1024 | 0.210 |
| DFF | 1024 | 0.630 |
| and+or+nand+nor | 509 | 0.0471 |
## worst max-delay path: cells and delay by family
kind	cells	cell delay, ps
buffers and inverters	3	1480
and+or+nand+nor	2	880
AOI/OAI and AO/OA	2	600
