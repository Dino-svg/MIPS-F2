$ cat design/flow/run.sh
#!/bin/bash
# OpenROAD 26Q1-2900-gdf79404cd8, Yosys 0.63+post, stock flow scripts
make -C /OpenROAD-flow-scripts/flow DESIGN_CONFIG=/design/flow/config.mk WORK_HOME=/design/flow/orfs finish
$ cat design/flow/config.mk
export PLATFORM = sky130hd
export DESIGN_NAME = ALU
export DESIGN_NICKNAME = ALU
export VERILOG_FILES = /design/flow/design.v
export SDC_FILE = /design/flow/constraint.sdc
export NUM_CORES = 4
export LEC_CHECK = 1
export CORE_UTILIZATION = 50
$ cat design/flow/constraint.sdc
current_design ALU

set clk_period 13.3
set clk_io_pct 0.2

create_clock -name clk0 -period $clk_period

set non_clock_inputs [all_inputs -no_clocks]
set_input_delay [expr $clk_period * $clk_io_pct] -clock clk0 $non_clock_inputs
set_output_delay [expr $clk_period * $clk_io_pct] -clock clk0 [all_outputs]
$ cat design/flow/design.v
module ALU(
    input wire [31:0] A,
    input wire [31:0] B,
    input wire [2:0]  Sel,
    output reg [31:0] R
);
always@(*) 
	begin
		case (Sel)
			3'b000: R = A & B;        				 
			3'b001: R = A | B;        				 
			3'b010: R = A + B;       				 
			3'b110: R = A - B;        				 
			3'b111: R = (A < B) ? 32'd1 : 32'd0; 	 
			default: R = 32'd0;       				 
		endcase
	end
endmodule
==> results.py <==
# Generated from Yosys and OpenROAD reports
metrics = {
    "placed_design": {
        "port_buffers": 99,
        "hpwl_um": 11200,
        "gp_congestion": 0.981,
        "placed_cell_area_mm2": 0.00570,
    },
    "critical_path": {
        "path_max_fanout": 4,
        "cp.required_ns": 10.64,
        "critPathCaptureType": "output port",
        "critPathSlowestCell": "a2111oi_0",
        "startpoint_type": "input pin",
        "worstPathArrival_ns": 6.62,
        "crit_path_cell_trace": "clkdlybuf4s50_1 > inv_1 > ha_1 > nor2_1 > o311a_1 > o21ai_1 > or3_4 > a2111oi_0 > nor2_1 > a2bb2oi_1 > o21a_1 > o32ai_1 > clkdlybuf4s50_1",
        "critPathMaxStageDelay_ns": 0.71,
        "critical_path_class": "input pin to output port",
    },
    "power_and_ir_drop": {
        "leakagePower_nw": 2.65,
        "comb_power_share_pct": 100.0,
        "total_power_mw": 0.237,
        "internal_power_mw": 0.110,
        "p_per_area_mw_per_mm2": 41.5,
        "clkPwrFrac_pct": 0,
        "power.switching_mw": 0.126,
        "power_frac_seq_pct": 0,
        "netSwitchingFraction_pct": 53.3,
        "ir_worst_vdd_v": 0.0000269,
    },
    "global_route": {
        "grtUsageTotal_pct": 29.2,
        "grt_pass1_wl_um": 23400,
        "antenna_found_initial": 0,
        "grt_pass1_vias": 4663,
        "overflow": 0,
        "grt_start_max_net_pins": 58,
    },
    "cells_and_area": {
        "drive_gt1_share_pct": 2.21,
        "clkbuf_count": 0,
        "flops": 0,
        "final_area_mm2": 0.00570,
        "regArea_um2": 0,
        "syn2layout_area_growth_pct": 20.7,
    },
    "final_timing": {
        "fmax_mhz": 108,
        "max_slew_margin_pct": 41.0,
        "rsz0062_at_grt": "no",
        "hold_viol_final": 0,
        "finalClockPeriodUsage_pct": 69.8,
        "period_needed_ns": 9.28,
        "finalSetupTns_ns": 0,
        "tightestPinTransition_ns": 0.885,
        "finalSetupViolations": 0,
        "drv_slew": 0,
    },
    "hold_path": {
        "min_path_type": "input pin to output port",
        "hold_depth": 5,
        "min-delay-start": "Sel[2]",
        "hold_end": "R[28]",
    },
    "die": {
        "ios": 99,
        "fp.dieH_um": 99.2,
        "die_area_mm2": 0.00984,
        "rows": 35,
        "initCoreUtil_pct": 51.4,
        "fp.coreArea_mm2": 0.00920,
        "die_w_um": 99.2,
    },
    "route": {
        "wl_per_cell_um": 16.3,
        "vias": 5210,
        "initialDrtViolationCount": 208,
        "diodes": 0,
        "via_per_inst": 5.93,
        "dr.pass1.iters": 5,
        "final_antenna_net_count": 0,
        "wl_um": 14300,
        "drc_errors": 0,
    },
    "synthesis": {
        "yosysSeqAreaShare_pct": 0,
        "ys_types": 62,
        "syn_area_mm2": 0.00472,
        "yosysWarnings": 1,
        "yosys_area_mm2": 0.00472,
        "syn_avg_cell_area_um2": 6.68,
        "yosysCellCount": 707,
        "postSynthCellCount": 707,
    },
    "clock_tree": {
        "cts_resized": 0,
        "cts_setup_buffers": 0,
        "cts_hold_buf": 0,
    },
    "flow_run": {
        "drv_cap": 0,
        "warnings": 103,
    },
    "run_status": {
        "status": "completed",
    },
}
-- area by class of cell --
cell class,count,area (µm²)
fillers,833,3490
inverters,100,375
multi-input cells,565,4170
well taps,111,139
repair buffers,103,1020
-- logic make-up after synthesis --
family          synth area share, %
simple gates                   17.3
buf+inv                        11.7
mux                            2.78
compound gates                 35.6
xor+xnor                       4.82
fa+ha+maj                      27.9
-- through the flow --
step	utilization [%]	std cells	setup WS [ns]	hold slack, ns
3_3_place_gp	62.0	879	4.13	6.34
6_report	62.0	879	4.02	6.35
3_5_place_dp	62.0	879	4.05	6.35
5_1_grt	62.0	879	3.87	6.41
2_1_floorplan	-	707	5.60	5.54
4_1_cts	62.0	879	4.04	6.35
-- cells in the final DEF (no fill, tap or decap), types with 10 or more instances in the layout --
| master | count |
|---|---|
| a21oi_1 | 62 |
| o21bai_1 | 16 |
| inv_1 | 100 |
| nand3_1 | 18 |
| a22oi_1 | 14 |
| o22ai_1 | 28 |
| o21ai_0 | 37 |
| clkdlybuf4s50_1 | 98 |
| nor3_1 | 17 |
| a211oi_1 | 17 |
| mux2i_1 | 12 |
| xnor2_1 | 23 |
| nor4_1 | 10 |
| a21o_1 | 11 |
| ha_1 | 102 |
| nor2_1 | 47 |
| nand2_1 | 34 |
-- power by group through the flow --
stage     combinational [mW]  clock [mW]  sequential [mW]
6_report               0.237           0                0
4_1_cts                0.235           0                0
5_1_grt                0.261           0                0
-- worst max-delay path by stage --
stage         startpoint  endpoint  slack, ns  cells past startpoint
CTS                 A[1]     R[31]       4.04                     13
global route        A[1]     R[31]       3.87                     13
finish              A[1]     R[31]       4.02                     13
-- critical path: cells and delay by family --
kind	cells	cell delay, ns
simple gates	3	0.70
fa+ha+maj	1	0.33
compound gates	6	1.73
buf+inv	3	1.20
-- per-layer routing --
layer  up-vias  wire (µm)  GRT usage (%)
met3        12        728           1.64
met2       163       6570           48.7
li1       2654          -              -
met4         0        165           3.39
met1      2381       6840           42.8
met5         -          0              0
-- synth_stat cells (all sizes together), types with 3 or more instances --
library cell / instances / area (µm²)
nor4: 10 / 62.6
nor3: 17 / 85.1
mux2i: 12 / 120
xor2: 3 / 26.3
or2: 7 / 43.8
o31ai: 9 / 67.6
nand2b: 8 / 50.1
o21bai: 16 / 120
nand4: 5 / 31.3
ha: 102 / 1280
a211oi: 17 / 128
xnor2: 23 / 201
or4: 3 / 22.5
a21oi: 63 / 319
o21a: 4 / 30.0
and2: 3 / 18.8
clkbuf: 34 / 129
or3: 3 / 28.8
o22ai: 28 / 175
nand2: 34 / 128
nor2b: 8 / 50.1
o21ai: 40 / 200
inv: 100 / 375
a21boi: 4 / 30.0
a21o: 12 / 91.3
o211ai: 6 / 45.0
a211o: 4 / 35.0
buf: 8 / 47.5
o221ai: 4 / 35.0
nand3: 18 / 90.1
a22oi: 14 / 105
a2111oi: 4 / 35.0
a31oi: 4 / 25.0
o311a: 3 / 30.0
nor2: 47 / 176
o31a: 3 / 26.3
Power is estimated from default activity; no workload was simulated.
